==> flow/design.v <==
module  etc_de2 (
    clk50m,
    clk_toggle,
    SW,
    DRAM_ADDR, DRAM_DQ, DRAM_BA, DRAM_LDQM, DRAM_UDQM,
    DRAM_RAS_N, DRAM_CAS_N, DRAM_CKE, DRAM_CLK, DRAM_WE_N, DRAM_CS_N,
    FL_ADDR, FL_DQ, FL_CE_N, FL_OE_N, FL_RST_N, FL_WE_N,
    SRAM_ADDR, SRAM_DQ, SRAM_WE_N, SRAM_OE_N, SRAM_UB_N, SRAM_LB_N, SRAM_CE_N,
    OTG_ADDR, OTG_DATA, OTG_CS_N, OTG_RD_N, OTG_WR_N, OTG_RST_N, OTG_INT,
    OTG_DACK_N, OTG_DREQ, OTG_FSPEED, OTG_LSPEED,
    LCD_DATA, LCD_RW, LCD_EN, LCD_RS, LCD_ON, LCD_BLON,
    SD_DAT, SD_DAT3, SD_CMD, SD_CLK,
    TDI, TCS, TCK, TDO,
    IRDA_TXD, IRDA_RXD,
    HEX0, HEX1, HEX2, HEX3, HEX4, HEX5, HEX6, HEX7,
    KEY, LEDR, LEDG,
    UART_RXD, UART_TXD,
    PS2_CLK, PS2_DAT,
    I2C_SCLK, I2C_SDAT,
    TD_DATA, TD_HS, TD_VS, TD_RESET,
    VGA_R, VGA_G, VGA_B, VGA_CLK, VGA_BLANK, VGA_HS, VGA_VS, VGA_SYNC,
    AUD_ADCLRCK, AUD_ADCDAT, AUD_DACLRCK, AUD_DACDAT, AUD_XCK, AUD_BCLK,
    ENET_DATA, ENET_CLK, ENET_CMD, ENET_CS_N, ENET_INT, 
    ENET_RD_N, ENET_WR_N, ENET_RST_N,
    GPIO_0, GPIO_1 );
    input            clk50m;
    input   [2:0]    clk_toggle;
    input   [17:0]   SW;
    output  [11:0]   DRAM_ADDR;
    inout   [15:0]   DRAM_DQ;
    output  [1:0]    DRAM_BA;
    output           DRAM_LDQM;
    output           DRAM_UDQM;
    output           DRAM_RAS_N;
    output           DRAM_CAS_N;
    output           DRAM_CKE;
    output           DRAM_CLK;
    output           DRAM_WE_N;
    output           DRAM_CS_N;
    output  [21:0]  FL_ADDR;
    inout   [7:0]   FL_DQ;
    output          FL_CE_N; 
    output          FL_OE_N; 
    output          FL_RST_N; 
    output          FL_WE_N; 
    output  [17:0]  SRAM_ADDR;
    inout   [15:0]  SRAM_DQ; 
    output          SRAM_WE_N; 
    output          SRAM_OE_N; 
    output          SRAM_UB_N; 
    output          SRAM_LB_N; 
    output          SRAM_CE_N; 
    output  [1:0]   OTG_ADDR;
    inout  [15:0]    OTG_DATA;
    output           OTG_CS_N; 
    output           OTG_RD_N; 
    output           OTG_WR_N; 
    output           OTG_RST_N; 
    input   [1:0]    OTG_INT;
    output  [1:0]    OTG_DACK_N; 
    input   [1:0]    OTG_DREQ;
    inout            OTG_FSPEED;
    inout            OTG_LSPEED; 
    output  [7:0]    LCD_DATA;
    output           LCD_RW; 
    output           LCD_EN; 
    output           LCD_RS; 
    output           LCD_ON; 
    output           LCD_BLON; 
    inout            SD_DAT; 
    inout            SD_DAT3; 
    output           SD_CMD; 
    output           SD_CLK;
    input            TDI; 
    input            TCS; 
    input            TCK; 
    output           TDO; 
    output           IRDA_TXD;
    input            IRDA_RXD;
    output   [6:0] HEX0;
    output   [6:0] HEX1;
    output   [6:0] HEX2;
    output   [6:0] HEX3;
    output   [6:0] HEX4;
    output   [6:0] HEX5;
    output   [6:0] HEX6;
    output   [6:0] HEX7;
    input   [3:0]  KEY;
    output  [17:0]  LEDR;
    output  [8:0]   LEDG;
    input          UART_RXD; 
    output         UART_TXD; 
    output         PS2_CLK; 
    inout          PS2_DAT; 
    output         I2C_SCLK; 
    inout          I2C_SDAT; 
    input  [7:0]   TD_DATA;
    input          TD_HS; 
    input          TD_VS; 
    output         TD_RESET; 
    output  [9:0]  VGA_R;
    output  [9:0]  VGA_G;
    output  [9:0]  VGA_B;
    output         VGA_CLK;
    output         VGA_BLANK;
    output         VGA_HS;
    output         VGA_VS;
    output         VGA_SYNC;
    output         AUD_ADCLRCK; 
    input          AUD_ADCDAT;
    output         AUD_DACLRCK; 
    output         AUD_DACDAT;
    output         AUD_XCK;
    output         AUD_BCLK;
    inout  [15:0]  ENET_DATA;
    output         ENET_CLK;
    output         ENET_CMD;
    output         ENET_CS_N;
    input          ENET_INT;
    output         ENET_RD_N;
    output         ENET_WR_N;
    output         ENET_RST_N;
    input   [35:0]  GPIO_0;
    input   [35:0]  GPIO_1;
    wire w_gpio0;
    wire w_gpio1;
    reg         r_VGA_CLK;
    assign     DRAM_ADDR = 12'd0;
    assign  DRAM_DQ = 16'bz;
    assign  DRAM_BA = 2'b0; 
    assign           DRAM_LDQM  = 1'b0;
    assign           DRAM_UDQM  = 1'b0;
    assign           DRAM_RAS_N = 1'b1;
    assign           DRAM_CAS_N = 1'b1;
    assign           DRAM_CKE  = 1'b0;
    assign           DRAM_CLK  = 1'b0;
    assign           DRAM_WE_N = 1'b1;
    assign           DRAM_CS_N = 1'b1;
    assign  FL_ADDR = 22'b0;
    assign  FL_DQ = 8'bz;
    assign          FL_CE_N = 1'b1; 
    assign          FL_OE_N = 1'b1; 
    assign          FL_RST_N = 1'b1; 
    assign          FL_WE_N = 1'b1; 
    assign  SRAM_ADDR = 18'b0;
    assign  SRAM_DQ = 16'bz; 
    assign          SRAM_WE_N = 1'b1; 
    assign          SRAM_OE_N = 1'b1; 
    assign          SRAM_UB_N = 1'b1; 
    assign          SRAM_LB_N = 1'b1; 
    assign          SRAM_CE_N = 1'b1; 
    assign   OTG_ADDR =   OTG_DREQ ;
    assign  OTG_DATA = 16'bz;
    assign           OTG_CS_N = 1'b1; 
    assign           OTG_RD_N = 1'b1; 
    assign           OTG_WR_N = 1'b1; 
    assign           OTG_RST_N = 1'b1; 
    assign   OTG_DACK_N =    OTG_INT;
    assign   OTG_FSPEED = 1'bz;
    assign   OTG_LSPEED = 1'bz; 
    assign    LCD_DATA = 8'b0;
    assign           LCD_RW  = 1'b0; 
    assign           LCD_EN  = 1'b0; 
    assign           LCD_RS  = 1'b0; 
    assign           LCD_ON  = 1'b1; 
    assign           LCD_BLON  = 1'b1; 
    assign   SD_DAT = 1'bz; 
    assign   SD_DAT3 = 1'bz; 
    assign           SD_CMD  = 1'b0; 
    assign           SD_CLK  = 1'b0;
    assign           TDO  =  TDI &  TCS &  TCK; 
    assign           IRDA_TXD  =  IRDA_RXD;
    assign   HEX0 = {1'h0, w_gpio1, w_gpio0, KEY};
    assign   HEX1 = 7'h5a;
    assign   HEX2 = 7'h5a;
    assign   HEX3 = 7'h5a;
    assign   HEX4 = 7'h5a;
    assign   HEX5 = 7'h5a;
    assign   HEX6 = 7'h5a;
    assign   HEX7 = 7'h5a;
    assign   LEDR =  SW;
    assign   LEDG = {6'b0, clk_toggle};
    assign         UART_TXD  =   UART_RXD; 
    assign         PS2_CLK  = 1'b0; 
    assign          PS2_DAT = 1'bz; 
    assign         I2C_SCLK  = 1'b0; 
    assign          I2C_SDAT = 1'bz; 
    assign         TD_RESET  = (TD_DATA == 8'b0 && TD_HS == 1'b0 && 
                                TD_VS == 1'b0) ?  1'b0 :  1'b1; 
    assign    VGA_R = 10'b0;
    assign    VGA_G = 10'b0;
    assign    VGA_B = 10'b0;
    assign         VGA_CLK  = r_VGA_CLK;
    assign         VGA_BLANK  = 1'b1;
    assign         VGA_HS  = 1'b0;
    assign         VGA_VS  = 1'b0;
    assign         VGA_SYNC  = 1'b0;
    assign         AUD_ADCLRCK  = 1'b0; 
    assign         AUD_DACLRCK  = 1'b0; 
    assign         AUD_DACDAT  =   AUD_ADCDAT;
    assign         AUD_XCK  = 1'b0;
    assign         AUD_BCLK  = 1'b0;
    assign   ENET_DATA = 16'bz;
    assign         ENET_CLK  = 1'b0;
    assign         ENET_CMD  =  ENET_INT;
    assign         ENET_CS_N = 1'b1;
    assign         ENET_RD_N = 1'b1;
    assign         ENET_WR_N = 1'b1;
    assign         ENET_RST_N = 1'b1;
    assign w_gpio0 = (GPIO_0 == 36'b0)? 1'b0 : 1'b1;
    assign w_gpio1 = (GPIO_1 == 36'b0)? 1'b0 : 1'b1;
    always @(posedge clk50m)
    begin
        r_VGA_CLK <= ~r_VGA_CLK;
    end
endmodule
==> flow/run.sh <==
#!/bin/bash
# OpenROAD 26Q1-2900-gdf79404cd8, Yosys 0.63+post, stock flow scripts
make -C /OpenROAD-flow-scripts/flow DESIGN_CONFIG=/design/flow/config.mk WORK_HOME=/design/flow/orfs finish
==> flow/config.mk <==
export PLATFORM = sky130hd
export DESIGN_NAME = etc_de2
export DESIGN_NICKNAME = etc_de2
export VERILOG_FILES = /design/flow/design.v
export SDC_FILE = /design/flow/constraint.sdc
export NUM_CORES = 4
export LEC_CHECK = 1
export CORE_AREA = 10 10 170 170
export DIE_AREA = 0 0 180 180
==> flow/constraint.sdc <==
current_design etc_de2

set clk_period 2.3
set clk_io_pct 0.2

create_clock -name clk0 -period $clk_period [get_ports {clk50m}]

set non_clock_inputs [all_inputs -no_clocks]
set_input_delay [expr $clk_period * $clk_io_pct] -clock clk0 $non_clock_inputs
set_output_delay [expr $clk_period * $clk_io_pct] -clock clk0 [all_outputs]
==> results_slide.txt <==
Synthesis and Place & Route Summary

Status
  • Status: finished clean

Global routing
  • Largest net degree at the start of global routing: 3
  • Vias in the first global route: 1,862
  • Congestion Overflow GR: 0
  • Initial antenna violation count: 1
  • GR Util All Layers: 4.07%
  • First-pass GRT wire length: 10,600 um

Clock tree
  • CTS Hold Buffers Added: 0
  • Clk latency late pin: 0 ns
  • Clock Pin Slew Worst Setup and Hold Paths: 0 ns
  • Post-CTS setup buffers: 0

Critical path
  • CP Data Arrival Time: 1.78 ns
  • Crit-path cells: clkdlybuf4s50_1 -> nor4_1 -> nand3_2 -> or3_1 -> buf_2
  • Crit Path Category: input port to output port
  • CP Max Fanout: 1
  • CP endpoint kind: output port
  • Crit path DRT: 1.84 ns
  • CP Launch Type: input port
  • Crit-path slowest cell: clkdlybuf4s50_1
  • Critical Path Max Stage Delay: 0.41 ns

Floorplanning
  • Initial core utilization: 9.96%
  • # rows: 58
  • Die Size: 0.0324 sq mm
  • Die H: 180 um
  • Placeable Area: 0.0252 sq mm
  • IO Count: 426
  • Die W: 180 um

Finish
  • Area Overhead vs Synth: 6.33%
  • Register area: 20.0 sq um
  • Biggest regs: r_VGA_CLK (1)
  • Top reg by flops: r_VGA_CLK
  • Comb area: 0.00128 sq mm
  • Layout cells sized above 1: 4.57%
  • Post-route cell area: 0.00267 sq mm
  • Number of flip-flops in the largest register: 1
  • Cell Count, Final, Fillers Out: 724
  • # fillers: 2,864

Logic synthesis
  • Synth Instances: 339
  • Synth Area in XOR/XNOR: 0%
  • Ys cells: 339
  • Synth Seq Share: 0.798%
  • Yosys cell types: 12
  • Ao+oa area frac: 0%
  • YS chip area: 0.00251 sq mm
  • #FFs+latches synth: 1
  • Largest logic family: buffers and inverters
  • Adder share: 0%
  • MUX share of area: 0%
  • Netlist Area Pre-Place: 0.00251 sq mm
  • Synthesized area per cell: 7.40 sq um
  • Yosys warning total: 12
  • Simple Share, Synth: 7.78%

STA
  • Slew Viols, Final: 0
  • Hold Fails Final Rpt: 0
  • Fmax: 446 MHz
  • Min Hold Slack: 0.368 ns
  • Final Skew: 0 ns
  • Tmin final: 2.24 ns
  • Unrepaired setup endpoints after global routing: true
  • Final setup vio count: 0
  • Tcrit/Tclk final: 97.5%
  • Post-Route Setup TNS: 0 ns

Detailed routing
  • Post-route DRC: 0
  • Total Routed Length: 7900 um
  • Via count: 1,441
  • 1st-iter DRT viols: 13
  • Diodes inserted: 0
  • Wire per inst: 10.9 um
  • DR vias/cell: 1.99
  • Iteration count of the initial detailed-routing pass: 4
  • Routed Antenna Nets: 0

Job
  • Tool Warnings: 29
  • Maxcap violations: 0

Placement
  • Placed Instances: 724
  • IO Port Bufs: 90
  • Post-DP HPWL: 7560 um
  • GPL Wtd Cong: 0.763
  • Placed Area: 0.00256 sq mm

Power
  • Leakage: 0.00146 uW
  • Pwr/cell area: 78.0 mW/mm^2
  • Maximum VDD drop: 0.0000741 V

Min path
  • Hold Crit Class: flop to flop
cells in the mapped netlist (all sizes together):
library cell / count / area share, %
conb: 2 / 0.30
nand3: 3 / 0.60
nor4: 20 / 5.5
nand2: 2 / 0.30
nor2: 1 / 0.15
inv: 1 / 0.15
and3: 1 / 0.25
dfxtp: 1 / 0.80
buf: 304 / 91
or3: 2 / 0.50
nand4: 2 / 0.50
timing repair:
action	in CTS	in global routing
endpoints found under the hold margin	0	0
endpoints found under the setup margin	2	2
gates cloned	0	0
gates resized	21	28
pin swaps	12	15
path summary, 6_finish.rpt:
check	endpoint	startpoint	depth (start not counted)	slack [ns]
max	HEX0[4]	GPIO_0[33]	5	0.06
min	r_VGA_CLK	r_VGA_CLK	1	0.37
max reg2reg	r_VGA_CLK	r_VGA_CLK	1	1.84
min reg2reg	r_VGA_CLK	r_VGA_CLK	1	0.37
worst max-delay path: cells and delay by family:
kind | cells | cell delay, ns
and+or+nand+nor | 3 | 0.78
buffers and inverters | 2 | 0.54
routing by layer:
layer | vias up | part of all wire (%) | GRT usage (%)
li1 | 601 | - | -
met1 | 594 | 36 | 4.12
met2 | 228 | 49 | 7.23
met3 | 18 | 14 | 2.20
met4 | 0 | 1.8 | 0.662
met5 | - | 0 | 0.767
power breakdown:
group          switching, uW  internal, uW  total (uW)
clock                      0             0           0
combinational           67.4           123         190
sequential                 0          17.7        17.7
total                   67.4           141         208
final cells by class:
type | count | share of cell area [%]
timing repair buffer | 92 | 35.5
multi-input combinational | 300 | 48.2
tap | 330 | 15.5
sequential | 1 | 0.750
inverter | 1 | 0.141
stage by stage:
stage | total power (uW) | utilization (%) | setup slack [ns]
global placement | 225 | 10.2 | -0.385
finish | 208 | 10.6 | 0.0569
detailed placement | 222 | 10.2 | -0.387
floorplan | 384 | - | 0.551
CTS | 220 | 10.2 | 0.00141
global route | 244 | 10.6 | 0.00708
logic make-up after synthesis:
kind of cell | Yosys count
simple gates | 31
flops | 1
other cells | 2
buf+inv | 305
layout by cell type (no fill, tap or decap), types with 2 or more instances in the layout:
cell type and count:
conb_1 269, dlymetal6s2s_1 20, nand2_1 2, buf_4 2, clkdlybuf4s50_1 57, nor4_1 6
nand3_1 2, nor4_2 14, nand4_1 2, or3_1 2, dlygate4sd2_1 12
Power figures rest on the tool's default switching activity, not on a simulated workload.

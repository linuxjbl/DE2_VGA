===== ./run.sh =====
#!/bin/bash
# OpenROAD 26Q1-2900-gdf79404cd8, Yosys 0.63+post, stock flow scripts
make -C /OpenROAD-flow-scripts/flow DESIGN_CONFIG=/design/flow/config.mk WORK_HOME=/design/flow/orfs finish

===== ./config.mk =====
export PLATFORM = sky130hd
export DESIGN_NAME = testsub_cam
export DESIGN_NICKNAME = testsub_cam
export VERILOG_FILES = /design/flow/design.v
export SDC_FILE = /design/flow/constraint.sdc
export NUM_CORES = 4
export LEC_CHECK = 1
export CORE_AREA = 10 10 98 98
export DIE_AREA = 0 0 108 108

===== ./constraint.sdc =====
current_design testsub_cam

set clk_period 4.2
set clk_io_pct 0.2

create_clock -name clk0 -period $clk_period [get_ports {PCLK}]

set non_clock_inputs [all_inputs -no_clocks]
set_input_delay [expr $clk_period * $clk_io_pct] -clock clk0 $non_clock_inputs
set_output_delay [expr $clk_period * $clk_io_pct] -clock clk0 [all_outputs]

===== ./design.v =====
`timescale  1ns/10ps
module testsub_cam (PCLK, RST_N, CamHsync, CamVsync, CamData);
  reg visual_null;
  input PCLK;
  input RST_N;
  output CamHsync;
  output CamVsync;
  output [7:0] CamData;
  wire [7:0] CamData;
  parameter HEND =  'd1567;
  parameter HON = 287;
  parameter VEND = 509;
  parameter VPEND = 2;
  parameter VBEND = 19;
  parameter HWIDTH = 11;
  parameter VWIDTH = 9;
  reg [HWIDTH - 1:0] h_cnt;
  reg [VWIDTH - 1:0] v_cnt;
  wire w_h_end;
  wire w_v_end;
  reg r_camHsync;
  reg r_camVsync;
  assign CamHsync = r_camHsync;
  assign CamVsync = r_camVsync;
  assign CamData = (h_cnt[3] == 1'b0) ? {1'b0, h_cnt[10:4]} : v_cnt[7:0];
  always
    @( posedge PCLK or negedge RST_N )
  begin
    if (!(RST_N))
    begin
      h_cnt <=   'd0;
    end
    else
    begin
      if (w_h_end == 1'b1)
      begin
        h_cnt <=   'd0;
      end
      else
      begin
        h_cnt <= h_cnt + 1;
      end
    end
  end
  assign w_h_end = (h_cnt == HEND) ? 1'b1 : 1'b0;
  always
    @( posedge PCLK or negedge RST_N )
  begin
    if (!(RST_N))
    begin
      r_camHsync <=   'd0;
    end
    else
    begin
      if (h_cnt == HON)
      begin
        r_camHsync <=  'd1;
      end
      if (h_cnt == HEND)
      begin
        r_camHsync <=  'd0;
      end
    end
  end
  always
    @( posedge PCLK or negedge RST_N )
  begin
    if (!(RST_N))
    begin
      v_cnt <=   'd0;
    end
    else
    begin
      if (w_h_end == 1'b1)
      begin
        if (w_v_end == 1'b1)
        begin
          v_cnt <=   'd0;
        end
        else
        begin
          v_cnt <= v_cnt + 1;
        end
      end
    end
  end
  assign w_v_end = (v_cnt == VEND) ? 1'b1 : 1'b0;
  always
    @( posedge PCLK or negedge RST_N )
  begin
    if (!(RST_N))
    begin
      r_camVsync <=  'd1;
    end
    else
    begin
      if (w_h_end == 1'b1)
      begin
        if (v_cnt == VPEND)
        begin
          r_camVsync <=  'd0;
        end
        if (v_cnt == VEND)
        begin
          r_camVsync <=  'd1;
        end
      end
    end
  end
endmodule

==> results.yml <==
# implementation run metrics
status:
  status: "finished clean"
placement:
  hpwl_mm: 1.909
  port_buffers: 11
  place_area_mm2: 0.001450
  gp_congestion: 0.8097
hold_path:
  hold_path.class: "register to register"
  hold_start: "h_cnt[0]"
  min_to: "h_cnt[0]"
  min_path_cells: 1
worst_setup_path:
  cp_max_fo: 13
  r2r_slack_ns: 2.10
  cp.arrival_ns: 1.72
  cp_cell_sequence: "mux2_2, clkdlybuf4s50_1"
  worstSetupEndpointType: "primary output"
  worstReg2RegStart: "h_cnt[3]"
  cp_slowest_cell: "dfrtp_1"
  required_ns: 3.36
  rr_endpoint: "v_cnt[3]"
  worstSetupPathType: "register to primary output"
  path_buffers: 1
  crit_cells: 2
  reg2regPathDepth: 4
  cp-start-kind: "register"
  max_stage_delay_ns: 0.64
  cp_top_family: "flip-flops"
final_timing:
  drv_slew: 0
  setup_viol: 0
  hold_viol: 0
  rsz0062_at_grt: "no"
  fmax_mhz: 390.9
  setup_tns_ns: 0
  fin_worst_skew_ns: 0.003150
  tightestPinTransition_ns: 0.4787
  finalClockPeriodUsage_pct: 60.92
  finalCriticalPeriod_ns: 2.558
  max-slew-margin-rel_pct: 67.99
floorplanning:
  ioPinCount: 12
  fp_util_pct: 16.31
  die_w_um: 108
  die_h_um: 108
  dieArea_mm2: 0.01166
  fp.coreArea_mm2: 0.007647
  fp-row-count: 32
cts:
  cts_buffers: 3
  clkLatencyLatePin_ns: 0.26
  cts_tree: "done"
  h-tree-depth: 1
  postCtsResizedCells: 0
  post_cts_buffers: 0
  clkTransAtPathRegs_ns: 0.08
  clockBufferDepth: 2
  cts.sinks: 22
  cts_root_buf: "clkbuf_8"
  postCtsHoldBufs: 0
power_and_ir_drop:
  p_per_area_mw_per_mm2: 245.8
  p_switching_mw: 0.07333
  p_int_mw: 0.2966
  p_leak_nw: 0.5984
  switching_share_pct: 19.82
  seq_power_share_pct: 57.2
  clock_power_share_pct: 41.3
  report.power.total_mw: 0.3699
  ir_drop_mv: 0.1675
  comb_power_share_pct: 1.5
route:
  drc_errors: 0
  drt-total-wl_mm: 2.663
  num_vias: 952
  postRouteAntennaNets: 0
  drt_iter0_markers: 126
  diodes: 0
  drtPass1Iterations: 4
  drt-vias-per-instance: 3.934
  wl_per_cell_um: 11.00
run:
  maxCapViolCount: 0
  warnings: 27
layout:
  final_cell_mix: "dfrtp_1 (21), o21ai_0 (13), nand2_1 (11), clkdlybuf4s50_1 (11), nand3_1 (8)"
  flop_area_um2: 551.8
  final_area_mm2: 0.001505
  layout-drive-gt1-share_pct: 10.71
  nFillCells: 819
  mostFrequentLayoutCell: "dfrtp_1"
  comb_area_um2: 630.6
  synthToLayoutAreaGrowth_pct: 20.66
synth:
  numSynthFlops: 22
  synth_cell_types: 33
  synth.avg_cell_area_um2: 9.596
  synth_area_mm2: 0.001247
  yosysWarnings: 1
  edf_count: 0
  yosys_cells: 130
  synthArstFlopShare_pct: 100.0
  synth_sequential_area_ratio_pct: 44.23
  ys_area_mm2: 0.001247
  ys.flop_type: "dfrtp_1"
  syn_inst: 130
global_routing:
  grt_antenna_before_repair: 0
  gr-usage-all-layers_pct: 4.522
  grt_remaining_overflow: 0
  grt_max_degree: 23
  grt_pass1_wl_mm: 4.409
  grt_pass1_vias: 822
[registers in the layout, summed over array words and instances, names as in the netlist]
signal      count
v_cnt           9
r_camVsync      1
r_camHsync      1
h_cnt          11
[logic make-up after synthesis]
logic type	share of synthesized area (%)
simple gates	24.17
buf+inv	5.215
mux	6.218
xor+xnor	5.617
flops	44.23
compound gates	10.53
fa+ha+maj	4.012
[power groups by stage]
stage         Combinational (mW)  Clock (mW)  Sequential, mW
CTS                      0.00618       0.158           0.212
global route             0.00688       0.163           0.212
finish                   0.00568       0.153           0.212
[worst max-delay path by stage]
| stage | startpoint | endpoint | slack [ns] |
|---|---|---|---|
| finish | h_cnt[3] | CamData[6] | 1.64 |
| global route | h_cnt[3] | CamData[6] | 1.56 |
| CTS | h_cnt[3] | CamData[6] | 1.62 |
[final cells by class]
class | instances | area share (%)
clock buffers | 4 | 3.658
inverters | 6 | 1.496
multi-input cells | 96 | 41.90
flip-flops and latches | 22 | 36.66
well taps | 102 | 8.479
repair buffers | 12 | 7.814
[routing by layer]
| layer | global-route usage (%) | part of all wire (%) |
|---|---|---|
| met5 | 0 | 0 |
| met4 | 0.09542 | 0.30 |
| met3 | 1.265 | 4.4 |
| met2 | 5.431 | 37 |
| met1 | 7.894 | 58 |
[metrics by stage]
step	setup slack (ns)	std cells	utilization [%]	hold slack (ns)
after floorplan	2.351	130	-	0.4486
after CTS	1.623	242	19.68	0.4946
after detailed placement	1.929	238	18.96	0.4831
after global routing	1.557	242	19.68	0.5078
after global placement	1.925	238	18.96	0.4829
final	1.642	242	19.68	0.4917
[synth_stat cells (2+ instances only)]
cell,number,share of area [%]
and2_1,2,1.0
xor2_1,3,2.1
or3_1,2,1.0
nand4_1,5,2.5
nand3_1,8,3.2
nand3b_1,2,1.2
nand2_1,11,3.3
and3_1,4,2.0
a21oi_1,6,2.4
o21ai_1,4,1.6
buf_6,2,1.8
and4_1,4,2.8
nor2_1,7,2.1
xnor2_1,5,3.5
inv_1,6,1.8
mux2_2,6,5.4
dfrtp_1,21,42
nor3_1,2,0.80
o21ai_0,13,5.2
ha_1,4,4.0
